==> flow/design.v <==
module MyDesign (input dut_run, reset_b, clk, output dut_busy,									 
		input [11:0] dut_sram_read_address, input [15:0] sram_dut_read_data,						 
		input [11:0] dut_wmem_read_address, input [15:0] wmem_dut_read_data, 						 
		output [11:0] dut_sram_write_address, output [15:0] dut_sram_write_data, output dut_sram_write_enable);		 
	parameter S0 = 3'b000;
	parameter S1 = 3'b010;
	parameter S2 = 3'b100;
	parameter S3 = 3'b110;
	reg [2:0] state, next_state;
	reg next_busy, buzz;
	reg [3:0] feature_map, next_feature_map;
	reg signed [3:0] plh1, plh2, plh3, plh4, next_plh1, next_plh2, next_plh3, next_plh4;		 
	reg [8:0] in1, in2, in3, in4, next_in1, next_in2, next_in3, next_in4;;				 
	reg [15:0] weight, next_weight, in, next_in;
	reg write, next_write;
	reg [11:0] w_addr, i_addr;	 
	function signed [3:0] feature;
		input [8:0] A, B;
		integer N;
		for (N=0; N<=8; N=N+1) begin
			if (N == 0) feature = 0;			 
			if ( ((A[N] == 0) && (B[N] == 0)) || ((A[N] == 1) && (B[N] == 1)) )			 
				feature = feature + 1;
			else											 
				feature = feature - 1;
		end
	endfunction
	always@(posedge clk) begin
		if (!reset_b) begin 
			state <= S0; 
			buzz <= 0; 
			i_addr <= 0;
			w_addr <= 0;
			weight <= 0;
			write <= 0;
			in <= 0;
			in1 <= 0;
			in2 <= 0;
			in3 <= 0;
			in4 <= 0;
			plh1 <= 0;
			plh2 <= 0;
			plh3 <= 0;
			plh4 <= 0;
			feature_map <= 0;
			end
		else begin 
			state <= next_state; 
			weight <= next_weight;
			in <= next_in;
			in1 <= next_in1;
			in2 <= next_in2;
			in3 <= next_in3;
			in4 <= next_in4;
			plh1 <= next_plh1;
			plh2 <= next_plh2;
			plh3 <= next_plh3;
			plh4 <= next_plh4;
			feature_map <= next_feature_map;
			write <= next_write;
			buzz <= next_busy;
			i_addr <= 0;
			w_addr <= 0;
			end
	end
	always@(*) begin
		case(state)
		S0: if (dut_run) 
				begin
				next_in = sram_dut_read_data; 
				next_weight = wmem_dut_read_data; 
				next_state = S1;
				next_in1 = in1;
				next_in2 = in2;
				next_in3 = in3;
				next_in4 = in4;
				next_busy = buzz;
				next_plh1 = plh1;
				next_plh2 = plh2;
				next_plh3 = plh3;
				next_plh4 = plh4;
				next_feature_map = feature_map;
				next_write = write;
				end
			else begin 
				next_state = S0;
				next_in = in; 
				next_weight = weight; 
				next_in1 = in1;
				next_in2 = in2;
				next_in3 = in3;
				next_in4 = in4;
				next_busy = buzz;
				next_plh1 = plh1;
				next_plh2 = plh2;
				next_plh3 = plh3;
				next_plh4 = plh4;
				next_feature_map = feature_map;
				next_write = write;
				end
		S1: 	begin 
				next_in1 = {in[10], in[9], in[8], in[6], in[5], in[4], in[2], in[1], in[0]};
				next_in2 = {in[14], in[13], in[12], in[10], in[9], in[8], in[6], in[5], in[4]};
				next_in3 = {in[11], in[10], in[9], in[7], in[6], in[5], in[3], in[2], in[1]};
				next_in4 = {in[15], in[14], in[13], in[11], in[10], in[9], in[7], in[6], in[5]};
				next_state = S2; 
				next_busy = 1;
				next_in = in;
				next_weight = weight;
				next_plh1 = plh1;
				next_plh2 = plh2;
				next_plh3 = plh3;
				next_plh4 = plh4;
				next_feature_map = feature_map;
				next_write = write;
				end
		S2: 	begin
			next_plh1 = feature(in1, weight);
			next_plh3 = feature(in2, weight);			 
			next_plh2 = feature(in3, weight);
			next_plh4 = feature(in4, weight);
			next_state = S3;
			next_in = in;
			next_weight = weight;
			next_in1 = in1;
			next_in2 = in2;
			next_in3 = in3;
			next_in4 = in4;
			next_feature_map = feature_map;
			next_busy = dut_busy;
			next_write = write;
			end
		S3: 	begin
			if (plh4 < 0)		 
				next_feature_map[3] = 0;
			else 
				next_feature_map[3] = 1;
			if (plh3 < 0)		 
				next_feature_map[2] = 0;
			else 
				next_feature_map[2] = 1;
			if (plh2 < 0)		 
				next_feature_map[1] = 0;
			else 
				next_feature_map[1] = 1;
			if (plh1 < 0)		 
				next_feature_map[0] = 0;
			else 
				next_feature_map[0] = 1;
			next_write = 1;
			next_state = S0; 
			next_busy = 0;
			next_in = in;
			next_weight = weight;
			next_in1 = in1;
			next_in2 = in2;
			next_in3 = in3;
			next_in4 = in4;
			next_plh1 = plh1;
			next_plh2 = plh2;
			next_plh3 = plh3;
			next_plh4 = plh4;
			end
		endcase
	end
	assign dut_wmem_read_address = w_addr;
	assign dut_sram_read_address = i_addr;
	assign dut_sram_write_address = 0;
	assign dut_sram_write_enable = write;
	assign dut_sram_write_data = {12'b0, feature_map};	 
	assign dut_busy = buzz;
endmodule
==> flow/run.sh <==
#!/bin/bash
# OpenROAD 26Q1-2900-gdf79404cd8, Yosys 0.63+post, stock flow scripts
make -C /OpenROAD-flow-scripts/flow DESIGN_CONFIG=/design/flow/config.mk WORK_HOME=/design/flow/orfs finish
==> flow/config.mk <==
export PLATFORM = sky130hd
export DESIGN_NAME = MyDesign
export DESIGN_NICKNAME = MyDesign
export VERILOG_FILES = /design/flow/design.v
export SDC_FILE = /design/flow/constraint.sdc
export NUM_CORES = 4
export LEC_CHECK = 1
export CORE_UTILIZATION = 40
==> flow/constraint.sdc <==
current_design MyDesign

set clk_period 4.3
set clk_io_pct 0.2

create_clock -name clk0 -period $clk_period [get_ports {clk}]

set non_clock_inputs [all_inputs -no_clocks]
set_input_delay [expr $clk_period * $clk_io_pct] -clock clk0 $non_clock_inputs
set_output_delay [expr $clk_period * $clk_io_pct] -clock clk0 [all_outputs]
==> flow_summary_export.csv <==
group,metric,value,unit
outcome,status,"finished, violations left",
outcome,violations,"setup timing",
final_timing,rsz0062_at_grt,"yes",
pwr,powerDensity,324,mW/mm2
cts,cts_tree,"built",
floorplan,core,0.0152,mm2
detailed_routing,num_antenna_cells,0,
job,warning_count,70,
global_routing,grt.total_usage,14.1,%
layout,drive_gt1_share,14.2,%
job,maxCapViolCount,0,
cts,root_buffer,"clkbuf_16",
pwr,p_leak,3.44,nW
final_timing,unclocked_pins,73,
logic_synthesis,ys_area,0.00623,mm2
final_timing,slew_headroom,60.8,%
worst_setup_path,critPathTopFamily,"adder cells",
global_routing,grt_pass1_wl,17.5,mm
floorplan,num_io_pins,89,
detailed_routing,routed_wl,9.93,mm
worst_setup_path,crit_type,"register to register",
worst_setup_path,setup.worst_path.end_class,"register",
layout,final_cells,925,
cts,cts_buffers,9,
floorplan,die_h,127,um
global_routing,grt_max_degree,74,
logic_synthesis,synth.avg_cell_area,9.73,um2
pwr,peakVddDrop,0.000203,V
layout,logic_area,0.00361,mm2
final_timing,hold_viol,0,
pwr,finalPower,2.42,mW
cts,cts_hold_buffers,0,
final_timing,drv_slew,0,
layout,fill_cells,1352,
layout,fin_util,49.2,%
final_timing,holdWs,1190,ps
worst_setup_path,crit_buf_inv,5,
logic_synthesis,synth_flops,146,
worst_setup_path,crit_slowest_cell,"fa_1",
placement,gp_congestion,0.800,
detailed_routing,avgViaCountPerCell,4.04,
logic_synthesis,synthCells,640,
detailed_routing,dr.pass1.iters,4,
worst_setup_path,required,4590,ps
final_timing,period_used_share,120,%
detailed_routing,via_count,3739,
cts,h-tree-depth,3,
logic_synthesis,topCombFamilyByArea,"adder cells",
detailed_routing,ant_nets,0,
floorplan,fp_util,41.0,%
global_routing,grt_overflow,0,
global_routing,grt_pass1_vias,3625,
worst_setup_path,slowest_delay,580,ps
placement,dpl.cell_count,910,
floorplan,die_w,127,um
layout,register_area,0.00257,mm2
floorplan,die-area,0.0161,mm2
final_timing,max_freq,194,MHz
cts,clock_path_buffers,2,
global_routing,grt_antenna_before_repair,0,
worst_setup_path,crit_chain,"xnor2_2 > fa_1 > inv_2 > ha_4 > inv_1 > ha_1 > inv_1 > fa_1 > inv_2 > ha_4 > xor2_2 > fa_1 > inv_2 > ha_4 > xnor2_2 > ha_1 > a21oi_2 > mux2i_1 > xnor2_1 > xnor3_1 > a21oi_2 > dlxtn_1 > and2_1",
final_timing,worst_slack,-847,ps
logic_synthesis,synthAdderAreaFrac,13.5,%
logic_synthesis,synthesis.area,0.00623,mm2
logic_synthesis,ys_sh_aoi,5.22,%
logic_synthesis,synthTopCellsByArea,"dfxtp_1 23%, dlxtn_1 18%, ha_1 9.6%",
logic_synthesis,synthXorXnorAreaFrac,13.2,%
worst_setup_path,cp.arrival,5430,ps
logic_synthesis,synth-simple-area-share,9.22,%
logic_synthesis,synth_warnings,1,
final_timing,tightest_slew,588,ps
logic_synthesis,ys_types,31,
placement,io_buffers,33,
worst_setup_path,cp_max_fo,5,
detailed_routing,drc,0,
cts,path_clk_slew,60,ps
logic_synthesis,ys_cells,640,
final_timing,min_period,5150,ps
final_timing,tns,-2990,ps
layout,syn_to_final_growth,20.0,%
logic_synthesis,top_area_cell,"dfxtp_1",
placement,placed_area,0.00705,mm2
layout,final_area,0.00747,mm2
logic_synthesis,ys_sh_mux,6.53,%
worst_setup_path,critPathLaunchType,"register",
floorplan,core.rowCount,45,
placement,dp_hpwl,7.38,mm
detailed_routing,wl_per_cell,10.7,um
worst_hold_path,hp-class,"input pin to register",
detailed_routing,drt_iter0_drc,87,
placement,preCtsSetupSlack,-1100,ps
logic_synthesis,top_cell_area_share,23.5,%
final_timing,untimed_endpoints,73,
final_timing,setup_viol,4,
worst_setup_path,regToRegSetupSlack,-850,ps
-- final timing paths --
path / to / from / cells past startpoint
worst max-delay path: plh1[3] / weight[0] / 23
worst min-delay path: weight[0] / reset_b / 3
worst max register to register: plh1[3] / weight[0] / 23
-- synth_stat cells (all sizes together) --
| library cell | number |
|---|---|
| inv | 106 |
| and2 | 73 |
| dfxtp | 73 |
| dlxtn | 73 |
| ha | 48 |
| xnor2 | 48 |
| o21ai | 33 |
| buf | 30 |
| mux2 | 29 |
| xor2 | 28 |
| clkbuf | 20 |
| nand2 | 14 |
| nor2 | 14 |
| a21oi | 12 |
| fa | 12 |
| mux2i | 8 |
| o21a | 8 |
| xnor3 | 4 |
| a2111oi | 3 |
| a31oi | 1 |
| conb | 1 |
| nor2b | 1 |
| or2 | 1 |
-- final cells by class --
type / count / area share, %
repair buffers: 36 / 4.65
clock inverters: 5 / 1.07
multi-input cells: 434 / 48.2
clock buffers: 10 / 3.20
flip-flops and latches: 146 / 34.4
well taps: 188 / 3.15
inverters: 106 / 5.32
-- worst register-to-register path: cells and delay by family, from the launching register on --
family / cells / cell delay, ps
AND-OR/OR-AND: 2 / 260
XOR/XNOR: 5 / 990
adder cells (fa/ha/maj): 8 / 2640
buffers and inverters: 5 / 300
flip-flops: 1 / 390
latches: 1 / 330
multiplexers: 1 / 90
AND/OR/NAND/NOR: 1 / 110
-- kinds of logic after synthesis --
group	count (synthesis)
xor+xnor	80
compound gates	57
simple gates	103
fa+ha+maj	60
other cells	1
mux	37
flops	73
buf+inv	156
latches	73
-- placed cells by master (no fill, tap or decap), types with 2 or more instances in the layout --
cell type	n
conb_1	97
inv_1	93
and2_1	73
dlxtn_1	73
dfxtp_1	70
ha_1	36
xnor2_1	35
o21ai_0	33
clkdlybuf4s50_1	32
mux2_2	29
xor2_1	20
nand2_1	14
nor2_1	14
xnor2_2	13
inv_2	13
fa_1	12
ha_4	12
clkbuf_16	9
mux2i_1	8
o21a_1	8
xor2_2	7
a21oi_1	7
a21oi_2	5
xnor3_1	3
buf_4	3
dfxtp_4	3
clkinvlp_4	2
bufinv_16	2
-- per-layer routing --
| layer | up-vias | part of all wire (%) | routed length, um | global-route usage [%] |
|---|---|---|---|---|
| met3 | 13 | 2.6 | 256 | 1.76 |
| met5 | - | 0 | 0 | 0 |
| met4 | 0 | 2.0 | 202 | 2.10 |
| li1 | 2007 | - | - | - |
| met2 | 45 | 43 | 4280 | 21.4 |
| met1 | 1674 | 52 | 5190 | 22.9 |
-- power by group --
part	leakage (nW)	total (mW)	internal (mW)	switching, mW
Combinational	2.13	0.845	0.459	0.386
Clock	0.151	0.816	0.519	0.297
Sequential	1.16	0.759	0.739	0.0202
Total	3.44	2.42	1.72	0.703
-- timing repair --
item | CTS | global route
endpoints found under the setup margin | 4 | 4
gates cloned | 0 | 0
pin swaps | 15 | 17
setup buffers | 0 | 0
hold endpoints to repair | 0 | 0
gates resized | 17 | 10
Power figures rest on the tool's default switching activity, not on a simulated workload.
